===== flow/config.mk =====
export PLATFORM = sky130hd
export DESIGN_NAME = control_unit
export DESIGN_NICKNAME = control_unit
export VERILOG_FILES = /design/flow/design.v
export SDC_FILE = /design/flow/constraint.sdc
export NUM_CORES = 4
export LEC_CHECK = 1
export CORE_AREA = 10 10 70 70
export DIE_AREA = 0 0 80 80

===== flow/constraint.sdc =====
current_design control_unit

set clk_period 3.2
set clk_io_pct 0.2

create_clock -name clk0 -period $clk_period [get_ports {clk}]

set non_clock_inputs [all_inputs -no_clocks]
set_input_delay [expr $clk_period * $clk_io_pct] -clock clk0 $non_clock_inputs
set_output_delay [expr $clk_period * $clk_io_pct] -clock clk0 [all_outputs]

===== flow/design.v =====
module control_unit #(
	parameter F_MEM_SIZE = 4, parameter X_MEM_SIZE = 8, parameter X_MEM_ADDR_WIDTH = 3, parameter F_MEM_ADDR_WIDTH = 2
) (
        input                             clk,            
        input                             reset,           
        input                             conv_start,     
        input                             m_ready_y,       
	input                             s_valid_x,
	output logic			  mem_wr_en,
        output logic                      conv_done,       
        output logic                      m_valid_y,
	output logic                      s_ready_x,
	output logic [X_MEM_ADDR_WIDTH:0] x_count,
	output logic			  y_accepted
);
logic			      next_conv;
logic				conv_start_pulse, conv_start_reg;
logic [X_MEM_ADDR_WIDTH-1:0]	load_xaddr_val;
logic  next_state, curr_state;
logic  mem_wr_en_int;
logic y_out_en_reg;
typedef enum {FILL_X, S0, S1, S2, DONE} fsm;
fsm state;
logic dummy;
assign mem_wr_en   = s_valid_x & s_ready_x;  
assign y_accepted  = (m_valid_y & m_ready_y) | (conv_start_pulse);
assign conv_done   = (x_count == X_MEM_SIZE-1);
logic conv_done_reg, conv_done_reg_reg;
always @ (posedge clk) begin
	if (reset == 1) begin
		conv_done_reg <=  0;
		conv_done_reg_reg <=  0;
	end else begin
		conv_done_reg <= conv_done;
		conv_done_reg_reg <= conv_done_reg;
	end
end
always_ff @ (posedge clk) begin
	if (reset == 1) begin
		state <= FILL_X;
		m_valid_y <= 'b0;
		s_ready_x <= 'b0;
		x_count <= 'b0;
	end else begin
		case (state)
			FILL_X: begin
				s_ready_x <= 'b1;
				if (mem_wr_en == 1)
					x_count   <= x_count + 1;
				if (conv_start_pulse == 1) begin
					m_valid_y <= 1;
					state <= S0;
				end
			end
			S0: begin	 
				m_valid_y <= 1;
				if (conv_done_reg_reg == 1) begin
					state     <= DONE;
				end else if (mem_wr_en == 1 && y_accepted == 1) begin  
					m_valid_y <= 1;
					s_ready_x <= 1;
					x_count   <= x_count + 1;
					state     <= S0;
				end else if (mem_wr_en == 0 && y_accepted == 1) begin  
					m_valid_y <= 0;
					state     <= S1;
				end else if (mem_wr_en == 1 && y_accepted == 0) begin  
					s_ready_x <= 0;
					state     <= S2;
				end
			end
			S1: begin  
				if (mem_wr_en == 1) begin
					m_valid_y <= 1;
					x_count   <= x_count + 1;
					state     <= S0;
				end
			end
			S2: begin
				if (y_accepted == 1) begin
					s_ready_x <= 1;
					x_count   <= x_count + 1;
					state     <= S0;
				end
			end
			DONE: begin
				m_valid_y <= 0;
				s_ready_x <= 1;
				x_count   <= 0;
				state     <= FILL_X;
			end
		endcase
	end
end
always @ (posedge clk) begin
	if (reset == 1)
		conv_start_reg <= 0;
	else
		conv_start_reg <= conv_start;
end
assign conv_start_pulse = conv_start && !conv_start_reg;
endmodule

===== flow/run.sh =====
#!/bin/bash
# OpenROAD 26Q1-2900-gdf79404cd8, Yosys 0.63+post, stock flow scripts
make -C /OpenROAD-flow-scripts/flow DESIGN_CONFIG=/design/flow/config.mk WORK_HOME=/design/flow/orfs finish

==> flow_metrics.py <==
# Auto-generated metrics
metrics = {
    "worst_hold_path": {
        "worstHoldStart": "conv_done_reg",
        "hold_depth": 1,
        "worst_hold_path_type": "flip-flop to flip-flop",
    },
    "yosys": {
        "syn_warnings": 1,
        "yosys.stat.seqShare_pct": 40.1,
        "synthesis.area_um2": 699,
        "netlist-cell-type-count": 32,
        "enable_flop_cells": 0,
        "synth_area_leader_cell": "dfxtp_1",
        "synth-cells-yosys": 79,
        "syn_avg_cell_area_um2": 8.85,
        "synth.yosys.chip_area_um2": 699,
        "synth.top_cell.area_share_pct": 40.1,
        "synth_async_sr_flop_share_pct": 0,
        "synthCells": 79,
        "synth_flop_count": 14,
        "postSynth.topFlopCell": "dfxtp_1",
        "ranking_of_synthesized_cells_by_area": "dfxtp_1 (40%), nand2_1 (5.9%), nor2b_1 (5.4%)",
    },
    "power": {
        "power_density_nw_per_um2": 427,
        "design_power_total_mw": 0.393,
        "leakage_nw": 0.318,
        "worst_ir_drop_vdd_uv": 231,
    },
    "route": {
        "antenna_cells_inserted": 0,
        "drt-initial-drc-count": 111,
        "vias_per_cell": 4.44,
        "top_layer_used": "met4",
        "drc_errors": 0,
        "routed_wire_length_per_instance_um": 11.4,
        "drt.antenna.violating_nets": 0,
        "detailroute.via_count": 626,
        "sum_of_met2_wire_segment_lengths_after_detailed_routing_um": 657,
        "routedLengthMet1_um": 793,
        "dr.pass1.iters": 4,
        "routed-wl-met3_um": 144,
        "detail_route.wirelength_um": 1610,
    },
    "setup_path": {
        "cp_startpoint_kind": "input port",
        "critPathLaunch": "conv_start",
        "critPathBufInv": 3,
        "timing.reg2reg.setup_slack_ns": 1.63,
        "timing.setup.critical_path_class": "input port to output port",
        "max_stage_delay_ns": 0.44,
        "cpMaxStageDelayCell": "clkdlybuf4s50_1",
        "timing.critical_path.cells": "clkdlybuf4s50_1 -> nor2b_1 -> a21oi_1 -> inv_1 -> clkdlybuf4s50_1",
        "crit_path_frequent_cell": "clkdlybuf4s50_1",
        "arrival_ns": 2.10,
        "r2r-start": "state[1]",
        "r2r.worst_path.cells": 4,
        "setup.worst_path.end_class": "output port",
        "path_max_fanout": 5,
        "path_delay_family": "buffers and inverters",
        "critical_path_cell_count": 5,
        "worstPathRequired_ns": 2.56,
    },
    "place": {
        "place.gp.congestion": 0.867,
        "buffer_ports.inserted": 13,
        "dp_hpwl_um": 1180,
        "postPlaceCellArea_um2": 883,
    },
    "grt": {
        "grt_residual_overflow": 0,
        "antenna_found_initial": 0,
        "grt_pass1_wl_um": 2770,
        "first_global_vias": 597,
        "grt_start_max_net_pins": 18,
        "grt_usage_pct": 5.22,
    },
    "job": {
        "max_capacitance_violation_count": 0,
        "stage_log_warnings": 25,
    },
    "sta": {
        "achievable-frequency_mhz": 365,
        "setup_repair_after_global_routing_missed_its_margin": "no",
        "final-max-slew-violation-count": 0,
        "final.setup_skew_ns": 0.00248,
        "final_min_period_over_clock_period_pct": 85.6,
        "worst_pin_slew_ns": 0.602,
        "setup_tns_ns": 0,
        "max-slew-margin-rel_pct": 59.7,
        "setup-violations-final": 0,
        "period_minus_slack_ns": 2.74,
        "final_hold_vio_count": 0,
    },
    "finish": {
        "registers.top_by_ff_count": "state",
        "largest_register_ff_count": 5,
        "final_cell_mix": "dfxtp_1 (14), clkdlybuf4s50_1 (13), nand2_1 (11)",
        "layout.cell_area.non_filler_um2": 920,
        "reg.largest.list": "state: 5 flops, x_count: 4 flops",
        "layout-area-overhead-vs-synth_pct": 31.5,
        "layout-drive-gt1-share_pct": 15.8,
        "final_core_utilization_pct": 26.9,
        "layout_top_cell": "dfxtp_1",
        "filler_cell_count": 367,
    },
    "clock_network": {
        "clock_tree.htree_level_count": 1,
        "ctsLongestPathBuffers": 2,
        "cts_setup_buffers": 0,
        "cts-hold-fix-buffers": 0,
        "cts_inserted_buffers": 3,
        "clock_tree_from_tritoncts": "yes",
        "clockRootBuffer": "clkbuf_4",
        "worst_setup_hold_path_clk_slew_ns": 0.09,
        "cts.sink_count": 14,
        "cts_repair_resized_insts": 0,
        "source_to_sink_clock_delay_at_the_later_pin_of_the_worst_skew_pair_ns": 0.28,
    },
    "die": {
        "die_y_um": 80,
        "die-area_um2": 6400,
        "design.portCount": 14,
        "die_width_um": 80,
        "num_rows": 21,
        "initial_core_util_pct": 20.5,
        "core_area_um2": 3420,
    },
    "run_status": {
        "result_of_the_run": "finished clean",
    },
}
[synthesized netlist by cell type (2+ instances only)]
| cell type | n |
|---|---|
| dfxtp_1 | 14 |
| nand2_1 | 11 |
| nor2_1 | 6 |
| nor2b_1 | 6 |
| a21oi_1 | 5 |
| nand2b_1 | 4 |
| inv_1 | 3 |
| a211o_2 | 2 |
| a21o_1 | 2 |
| a31oi_1 | 2 |
| nand3_1 | 2 |
| nor3_1 | 2 |
[report_power, final]
| part | switching (mW) | leakage [nW] | internal [mW] |
|---|---|---|---|
| Clock | 0.0604 | 0.0210 | 0.0692 |
| Sequential | 0.00977 | 0.114 | 0.183 |
| Combinational | 0.0318 | 0.183 | 0.0391 |
| Total | 0.102 | 0.318 | 0.291 |
[area by class of cell]
cell class                      count  area [um2]  share of cell area [%]
Timing Repair Buffer               13         130                    14.1
Tap cell                           46        57.6                    6.26
Sequential cell                    14         280                    30.5
Clock buffer                        4        36.3                    3.95
Inverter                            4        15.0                    1.63
Multi-Input combinational cell     60         400                    43.5
[cell families after synthesis]
logic type | share of synthesized area, %
AND-OR/OR-AND | 26.8
adder cells (fa/ha/maj) | 1.79
flip-flops | 40.1
multiplexers | 1.43
AND/OR/NAND/NOR | 27.2
buffers and inverters | 2.68
[routing by layer]
layer	vias up	track usage [%]
met5	-	0
met4	0	0.880
met3	2	2.73
met2	18	6.74
met1	287	7.53
li1	319	-
[path summary, 6_finish.rpt]
check                      endpoint
setup / recovery         y_accepted
hold / removal    conv_done_reg_reg
setup reg to reg         x_count[3]
hold reg to reg   conv_done_reg_reg
[through the flow]
step                      std cells  hold WS [ns]  setup WS (ns)
after floorplan                  79         0.414           1.48
after global placement          137         0.420          0.481
after detailed placement        137         0.422          0.462
after CTS                       141         0.443          0.456
after global routing            141         0.476          0.338
final                           141         0.441          0.460
Power is estimated from default activity; no workload was simulated.
