[flow/design.v]
module ctrl_mem_write #(parameter MEM_ADDR_WIDTH = 3, parameter MEM_SIZE = 8) (
        input                             clk,  
        input                             reset,
        input                             s_valid,
	input                             ext_load_addr,
	input        [MEM_ADDR_WIDTH-1:0] ext_load_addr_val,
	input                             ext_incr_addr,
	input                             en_ext_ctrl,
        output logic                      s_ready,
        output logic [MEM_ADDR_WIDTH-1:0] mem_addr,
        output logic                      mem_wr_en
);
always_ff @(posedge clk) begin
	if (reset == 1'b1) begin   
		s_ready  <= 1'b1;
		mem_addr <= 0;
	end
	else begin
		if (mem_wr_en == 1'b1 && mem_addr == unsigned'(MEM_SIZE - 1))  
		       s_ready <= 1'b0;
		if (en_ext_ctrl == 1'b0) begin    
	                if (mem_wr_en == 1'b1 && mem_addr == unsigned'(MEM_SIZE - 1))  
		        	mem_addr <= 0;
	                else if (mem_wr_en == 1'b1)   
		               mem_addr <= mem_addr + 1;	 
		end
		else begin
			if (ext_load_addr == 1'b1)    
				mem_addr <= ext_load_addr_val; 
			else if (ext_incr_addr == 1'b1)   
				mem_addr <= mem_addr + 1;
		end
	end
end
assign mem_wr_en = s_valid & s_ready;  
endmodule
[flow/run.sh]
#!/bin/bash
# OpenROAD 26Q1-2900-gdf79404cd8, Yosys 0.63+post, stock flow scripts
make -C /OpenROAD-flow-scripts/flow DESIGN_CONFIG=/design/flow/config.mk WORK_HOME=/design/flow/orfs finish
[flow/config.mk]
export PLATFORM = sky130hd
export DESIGN_NAME = ctrl_mem_write
export DESIGN_NICKNAME = ctrl_mem_write
export VERILOG_FILES = /design/flow/design.v
export SDC_FILE = /design/flow/constraint.sdc
export NUM_CORES = 4
export LEC_CHECK = 1
export CORE_AREA = 10 10 70 70
export DIE_AREA = 0 0 80 80
[flow/constraint.sdc]
current_design ctrl_mem_write

set clk_period 2.1
set clk_io_pct 0.2

create_clock -name clk0 -period $clk_period [get_ports {clk}]

set non_clock_inputs [all_inputs -no_clocks]
set_input_delay [expr $clk_period * $clk_io_pct] -clock clk0 $non_clock_inputs
set_output_delay [expr $clk_period * $clk_io_pct] -clock clk0 [all_outputs]
==> summary.rpt <==
IMPLEMENTATION SUMMARY REPORT
----------------------------------------------------
[Timing]
  Post-layout period usage of the worst path ........................ 0.923
  Total count of max-transition violations in the final report ........................ 0
  Final Hold Violation Tally ........................ 0
  Transition at the pin with the smallest max-transition slack ........................ 0.353 ns
  Maximum achievable frequency ........................ 516 MHz
  Final critical path time including I/O delays and setup ........................ ~1.9 ns
  Final setup TNS ........................ 0 ns
  Clock Skew ........................ 0.00166 ns
  Setup repair after global routing missed its margin ........................ false
  Slew margin rel. ........................ 0.764
  Crit path setup slack, layout ........................ 0.162 ns
  Final number of setup-violating endpoints ........................ 0

[Routing]
  DRT iter0 DRCs ........................ 7
  DRC ........................ 0
  Vias per cell ........................ between 2 and 3
  Via count ........................ ~270
  Total wire length ........................ 839 um
  Antenna diode count ........................ 0
  Count of TritonRoute iterations in the first routing pass ........................ 2
  Number of antenna-violating nets in the routed design ........................ 0
  Drt wl/cell ........................ 9.22 um

[Yosys]
  Netlist area before placement ........................ about 260 um2
  Largest non-sequential cell family by area ........................ simple AND/OR/NAND/NOR gates
  Number of distinct library cells after synthesis ........................ 18
  Ys cells ........................ 29
  Post-Synth AOI/OAI Area ........................ 0.242
  Simple Share, Synth ........................ 0.308
  Synthesized registers ........................ 4
  Synthesized instance count ........................ 29
  Sequential element share of the synthesized area ........................ 0.303
  Yosys stat area ........................ 264 um2
  Synth mux share ........................ 0.0379
  Adders+Majority by Area ........................ 0.0948
  Average instance area after synthesis ........................ ~9.1 um2
  Yosys warning tally ........................ 1
  XOR/XNOR share of the synthesized area ........................ 0

[Worst hold path]
  Path type of the worst min-delay path ........................ reg2reg
  Hold wc startpoint ........................ s_ready

[Job]
  Log Warnings ........................ 25
  # Max-Cap Violations ........................ 0

[Floorplanning]
  I/O Pins ........................ 14
  Core Util at FP ........................ 0.0773
  Total number of placement rows ........................ 21
  Die Y-Extent ........................ 80 um
  Core region area ........................ 3420 um2
  Horizontal die dimension ........................ 80 um
  Total die area ........................ 6400 um2

[CTS]
  Root buffer cell ........................ sky130_fd_sc_hd__clkbuf_4
  CTS Hold Bufs ........................ 0
  Later-pin clock latency in the skew report ........................ 0.23 ns
  Maximum buffer depth of the clock tree ........................ 2
  TritonCTS clock tree ........................ built
  CTS Buf Count ........................ 3
  Deepest level of the CTS H-tree ........................ 1
  Cell resize tally after clock tree synthesis ........................ 0
  Setup fix buffers added after clock tree synthesis ........................ 0
  Sinks on Clock Net ........................ 4
  Clock-pin slew of the registers on the worst-case setup and hold paths ........................ 0.04 ns

[Layout]
  Sequential cell area ........................ roughly 80 um2
  Final design area excluding fillers ........................ 474 um2
  Util after Layout ........................ 0.139
  Area delta synth->final ........................ 79.6%
  Logic cell area ........................ 180 um2
  Count of fill cells added during filler insertion ........................ between 400 and 500
  Count of non-filler cells in the finished layout ........................ 91
  Most used cells in the layout excluding fill and tap cells ........................ sky130_fd_sc_hd__clkdlybuf4s50_1, sky130_fd_sc_hd__dfxtp_1, sky130_fd_sc_hd__nor2_1, sky130_fd_sc_hd__clkbuf_4
  Share of post-route cells with drive strength above 1 ........................ 0.0889
  Top logic cell by instance count in the layout ........................ sky130_fd_sc_hd__clkdlybuf4s50_1

[Power]
  Int Power ........................ between 150 and 200 uW
  IR Drop Worst-Case VDD ........................ 100 uV
  Leak Pwr ........................ about 0.00018 uW
  Switching power ........................ 56.3 uW
  Clock network power share ........................ 0.377
  Power density normalized to cell area ........................ 514 nW/um2
  Sw frac ........................ 0.231
  Fraction of power consumed by sequential logic ........................ 0.363
  Comb pwr share ........................ 0.260

[Worst setup path]
  Data arrival time of the critical path ........................ 1.52 ns
  Crit. End Element ........................ output pin
  Launching element of the worst setup path ........................ s_valid
  Source of the worst register-to-register timing path ........................ mem_addr[0]
  Minimum setup slack among reg-to-reg paths ........................ ~0.62 ns
  Worst Path Required ........................ 1.68 ns
  Worst-path fanout max ........................ 4
  Launching element type of the critical path ........................ input pin
  Category of the most critical setup path ........................ in2out

[Global route]
  Initial antenna violation count ........................ 0
  GRT Util Overall ........................ 0.0283
  Via count of the first global-routing pass ........................ roughly 320
  Overall overflow remaining after global route ........................ 0
  Largest net degree at the start of global routing ........................ 8
  Wire length of the first global-routing pass ........................ ~1400 um

[Place]
  Input/output buffers ........................ 13
  # placed instances ........................ 88
  Final RePlAce weighted congestion ........................ ~0.76
  Pre-CTS setup slack ........................ around 0.15 ns
  Detail Placement HPWL ........................ just over 700 um
  Placed Area ........................ roughly 450 um2

[Status]
  Outcome ........................ completed

----------------------------------------------------
power by group through the flow:
stage	logic (uW)	registers [uW]	clock network, uW
finish	63.5	88.6	91.9
global route	72.0	89.6	99.7
CTS	64.4	88.4	99.0
metal layers:
layer / routed length [um] / global-route usage
met2: 372 / 0.0393
met3: 82 / 0.0205
met5: 0 / 0
met4: 0 / 0.00704
met1: 384 / 0.0340
critical path: stages:
cell and delay (ns):
sky130_fd_sc_hd__clkdlybuf4s50_1 0.50, sky130_fd_sc_hd__and2_1 0.14, sky130_fd_sc_hd__clkdlybuf4s50_1 0.46
registers in the layout (all words and copies together), names as in the netlist:
| name | cells |
|---|---|
| s_ready | 1 |
| mem_addr | 3 |
final cells by class:
class                           count  area share
Inverter                            1     0.00792
Sequential cell                     4       0.169
Timing Repair Buffer               13       0.274
Clock buffer                        3      0.0475
Multi-Input combinational cell     24       0.380
Tap cell                           46       0.121
cells by family after synthesis:
| group | after synthesis |
|---|---|
| AND/OR/NAND/NOR | 13 |
| AND-OR/OR-AND | 8 |
| buffers and inverters | 1 |
| multiplexers | 1 |
| flip-flops | 4 |
| adder cells (fa/ha/maj) | 2 |
synthesized netlist by cell type:
library cell                instances  share of area
sky130_fd_sc_hd__inv_1              1          0.014
sky130_fd_sc_hd__a31oi_1            2          0.047
sky130_fd_sc_hd__nand3b_1           2          0.057
sky130_fd_sc_hd__and4bb_2           1          0.047
sky130_fd_sc_hd__a21o_1             2          0.057
sky130_fd_sc_hd__nand2_1            1          0.014
sky130_fd_sc_hd__nand2b_1           1          0.024
sky130_fd_sc_hd__ha_1               2          0.095
sky130_fd_sc_hd__nor3_1             2          0.038
sky130_fd_sc_hd__and2_1             1          0.024
sky130_fd_sc_hd__dfxtp_1            4           0.30
sky130_fd_sc_hd__or2b_1             1          0.028
sky130_fd_sc_hd__mux2i_1            1          0.038
sky130_fd_sc_hd__a22o_1             1          0.033
sky130_fd_sc_hd__o21a_1             1          0.028
sky130_fd_sc_hd__a2111oi_1          2          0.076
sky130_fd_sc_hd__nor2_1             3          0.043
sky130_fd_sc_hd__and3b_1            1          0.033
metrics by stage:
step                total power [uW]  hold slack [ns]
global placement                 154            0.503
detailed placement               153            0.513
CTS                              252            0.522
global route                     261            0.575
floorplan                        114            0.456
finish                           244            0.518
final timing paths:
path / end / cells past startpoint
worst max-delay path: mem_wr_en / 3
worst min-delay path: s_ready / 1
worst max register to register: mem_addr[2] / 5
worst min register to register: s_ready / 1
Power is estimated from default activity; no workload was simulated.
