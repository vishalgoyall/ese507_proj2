--- /design/flow/run.sh ---
#!/bin/bash
# OpenROAD 26Q1-2900-gdf79404cd8, Yosys 0.63+post, stock flow scripts
make -C /OpenROAD-flow-scripts/flow DESIGN_CONFIG=/design/flow/config.mk WORK_HOME=/design/flow/orfs finish
--- /design/flow/config.mk ---
export PLATFORM = sky130hd
export DESIGN_NAME = ctrl_conv_output
export DESIGN_NICKNAME = ctrl_conv_output
export VERILOG_FILES = /design/flow/design.v
export SDC_FILE = /design/flow/constraint.sdc
export NUM_CORES = 4
export LEC_CHECK = 1
export CORE_AREA = 10 10 70 70
export DIE_AREA = 0 0 80 80
--- /design/flow/constraint.sdc ---
current_design ctrl_conv_output

set clk_period 2.0
set clk_io_pct 0.2

create_clock -name clk0 -period $clk_period [get_ports {clk}]

set non_clock_inputs [all_inputs -no_clocks]
set_input_delay [expr $clk_period * $clk_io_pct] -clock clk0 $non_clock_inputs
set_output_delay [expr $clk_period * $clk_io_pct] -clock clk0 [all_outputs]
--- /design/flow/design.v ---
module ctrl_conv_output #(parameter F_MEM_SIZE = 4, parameter X_MEM_SIZE = 8, parameter X_MEM_ADDR_WIDTH = 3, parameter F_MEM_ADDR_WIDTH = 2) (
        input                                 clk,            
        input                                 reset,           
        input                                 conv_start,     
        input        [F_MEM_ADDR_WIDTH-1:0]   fmem_addr,       
        input                                 m_ready_y,       
        output logic                          conv_done,       
        output logic                          load_xaddr,    
        output logic                          en_xaddr_incr, 
        output logic                          load_faddr,   
        output logic                          en_faddr_incr, 
        output logic [X_MEM_ADDR_WIDTH-1 : 0] load_xaddr_val, 
        output logic                          reset_accum,  
        output logic                          en_accum,        
        output logic                          m_valid_y       
);
logic [X_MEM_ADDR_WIDTH-1:0] cnt_conv;
logic m_pre_valid, m_pre_valid_int, conv_start_accum;
always_comb begin
    if (conv_start == 1'b1) begin    
	if (m_ready_y == 1'b1 && m_valid_y == 1'b1) begin  
		load_xaddr     = 1'b1;        
		load_faddr     = 1'b1;        
		load_xaddr_val = cnt_conv;    
		en_xaddr_incr  = 1'b0;        
		en_faddr_incr  = 1'b0;        
	end
	else if (m_pre_valid == 1'b1) begin
         	load_xaddr     = 1'b0;       
		load_faddr     = 1'b0;       
		load_xaddr_val = cnt_conv;    
		en_xaddr_incr  = 1'b0;        
		en_faddr_incr  = 1'b0;        
	end
	else begin
		load_xaddr     = 1'b0;       
		load_faddr     = 1'b0;       
		load_xaddr_val = cnt_conv;    
		en_xaddr_incr  = 1'b1;        
		en_faddr_incr  = 1'b1;        
	end
    end
    else begin
	load_xaddr     = 1'b0;       
	load_faddr     = 1'b0;       
	load_xaddr_val = 0;   
	en_xaddr_incr  = 1'b0;  
	en_faddr_incr  = 1'b0; 
    end
end
always_comb begin 
	if ((m_valid_y == 1'b1 && m_ready_y == 1'b1) || (conv_start_accum == 1'b0)) begin   
		reset_accum = 1'b1;
		en_accum    = 1'b0;
	end
	else if (m_valid_y == 1'b1 && conv_start_accum == 1'b1) begin   
		reset_accum = 1'b0;
		en_accum    = 1'b0;
	end
	else begin
		reset_accum = 1'b0;
		en_accum    = 1'b1;
	end
end
always_ff @(posedge clk) begin
	if (reset == 1'b1) begin
		m_valid_y        <= 1'b0;   
		m_pre_valid      <= 1'b0;   
		cnt_conv         <= 0;      
		conv_start_accum <= 1'b0;   
		m_pre_valid_int  <= 1'b0;
		conv_done        <= 1'b0;   
	end
	else begin
		if (m_ready_y == 1'b1 && m_valid_y == 1'b1)   
		       m_valid_y <= 1'b0;	
		else if (m_pre_valid_int == 1'b1 && conv_start == 1'b1)   
			m_valid_y <= 1'b1;
		if (m_ready_y == 1'b1 && m_pre_valid == 1'b1 && m_valid_y == 1'b1)    
			m_pre_valid <= 1'b0;
		else if (fmem_addr == unsigned'(F_MEM_SIZE - 2) && conv_start == 1'b1)   
			m_pre_valid <= 1'b1;
		if (m_ready_y == 1'b1 && m_pre_valid_int == 1'b1 && m_valid_y == 1'b1)    
			m_pre_valid_int <= 1'b0;
		else if (fmem_addr == unsigned'(F_MEM_SIZE - 1) && conv_start == 1'b1)   
			m_pre_valid_int <= 1'b1;
		if (conv_done == 1'b1)    
                        cnt_conv <= 0;
		else if (m_pre_valid == 1'b1 && m_pre_valid_int == 1'b0)  
			cnt_conv <= cnt_conv + 1;
		if (cnt_conv == unsigned'(X_MEM_SIZE - F_MEM_SIZE + 1) && m_valid_y == 1'b1 && m_ready_y == 1'b1)   
		       conv_done <= 1'b1;
	        else
		       conv_done <= 1'b0;   
		if (m_ready_y == 1'b1 && m_valid_y == 1'b1)   
			conv_start_accum <= 1'b0;
		else
			conv_start_accum <= conv_start;
	end
end
endmodule
==> summary.txt <==
Here are the numbers from the latest Yosys + OpenROAD run.

The met3 usage came out at 2.73%. The number of global-route vias before repair is 326. For the worst setup path, the data arrival time is 1.43 ns.

The most common flop cell mapped by yosys is dfxtp_1. The max-capacitance violation count is 0. Once the floorplan was initialized, standard cells occupied 11.2% of the core.

The met1 demand-to-capacity share in global routing is 3.49%. The total leakage power came out at 0.233 nW. Per the layout area report, the combinational gate area comes to 205 um2. Sequential elements use 41.8% of the synthesized area. The post-detailed-route wirelength per cell is 9.54 um.

The busiest metal layer after global routing is met2. The met2 usage is 3.93%. For this run, design rule violations remaining after detail routing come to 0. Per the detailed-route log, wirelength across all metal layers totals 1.03 mm. The stage logs contain a warning count of 26. The ratio of routed vias to standard cells is 3.31. The tally of unique sky130hd cells used after synthesis is 21. The number of enable-type register cells in the synthesized netlist is 0. The library cells used most frequently in the layout, excluding fill and tap cells, are clkdlybuf4s50_1 (14), dfxtp_1 (8), nand2_1 (5). Cells with a size suffix above 1 make up 17.7% of the layout.

The number of cells traversed by the worst register-to-register path came out at 3. The clock slew seen by the registers of the worst setup and hold paths came out at 0.05 ns. The per-instance average area after synthesis came out at 8.90 um2. The chip width came out at 80 um. The async set or reset register ratio after synthesis came out at 0%. The overall die height is 80 um. The main area contributors are dfxtp_1 (42%), ha_1 (6.5%), nand2_1 (5.9%), and2_1 (4.9%), nor2_1 (4.9%). The data required time at the worst endpoint is 1.60 ns.

The placed wire-length estimate after detailed placement came out at 826 um. In this run the number of H-tree levels came out at 1. The synthesized flop and latch total came out at 8.

Counting only logic cells after layout, the most numerous master is clkdlybuf4s50_1. The maximum clock path buffer count is 2. The final timing report lists a hold violation count of 0. The post-synthesis cell type with the largest combined area is dfxtp_1. TritonCTS built the clock tree. The worst-case max-slew headroom was logged as 78.3%. The count of input and output buffers is 16. The post-CTS setup-driven buffer insertion count came out at 0.

The filler cells instantiated in the layout total 383. The overall overflow remaining after global route came out at 0. The cell count listed in synth_stat.txt came out at 43.

The number of antenna diodes came out at 0. The DRC violation total after the first TritonRoute iteration came out at 14. Entering global routing, the biggest net connects 9 pins. The final critical delay including setup and external delays came out at 1.83 ns. The maximum fanout encountered on the critical timing path came out at 3.

The area of the core came out at 3420 um2. The power per standard cell area came out at 548 nW/um2. The total via count in the routed design came out at 357. The final critical-path setup slack came out at 0.172 ns.

The area fraction of the largest cell type after synthesis is 41.8%. The total power consumption of the routed design came out at 0.345 mW. The initial antenna violation count came to 0. The placement-stage worst setup slack came out at -0.0646 ns. The post-route fraction of the period consumed by the critical path is 91.4%. The chip area estimate from yosys synthesis came out at 383 um2. According to the hold report, the worst path is of the reg2reg type. The length of the first detailed-routing pass in iterations came out at 2.

The post-synthesis cell count is 43. The count of endpoints failing setup in the final report came out at 0. The wire length of the first global-routing pass is 1.43 mm. The number of buffers created by CTS came out at 3. The run finished with clean final reports. The post-cts gate resize count came out at 4. The final estimated routing congestion in global placement came out at 0.703. The total routing usage reported by global routing is 2.95%. Setup repair after global routing left no endpoint under its margin. The achievable frequency is 547 MHz. The mapped cell area is 383 um2. The count of pins over their slew limit is 0.

The post-route cell area is 629 um2. The I/O pin count is 17. Clock skew on the completed layout was measured at 0.000107 ns. The area taken by sequential standard cells is reported as 160 um2. The remaining antenna violation count came out at 0.

The worst setup path is captured at a primary output. The later pin in the worst-skew pair is clocked with a latency of 0.25 ns. The number of hold buffers added after cts is 0. Looking at the max-slew report, the worst-margin pin has a slew of 0.325 ns. The worst setup path is launched from an input pin. The depth of the worst hold-timing path came out at 2. Counting the warning lines in the Yosys log gives 1.

Relative to the synthesized area, the layout overhead comes to 64.4%. The number of sinks handled by clock tree synthesis came out at 8. The maximum resistive drop on vdd is 159 uV. The number of core rows is 21. The worst setup path category is in2out. Clock tree synthesis selected as its root buffer the cell clkbuf_4. The post-place instance area came out at 604 um2. After floorplanning, the die was sized to cover 6400 um2.
==> synthesized netlist by cell type (2+ instances only) <==
master,number
and2_1,3
nand2_1,6
dfxtp_1,8
nor2_1,5
buf_4,2
ha_1,2
nor3_1,3
==> final timing paths <==
| kind | start | end | slack (ns) |
|---|---|---|---|
| setup / recovery | m_ready_y | en_xaddr_incr | 0.17 |
| hold / removal | cnt_conv[2] | conv_done | 0.47 |
| setup reg to reg | m_pre_valid | cnt_conv[1] | 0.88 |
| hold reg to reg | cnt_conv[2] | conv_done | 0.47 |
==> sequential cells by signal, summed over array words and instances, names as in the netlist <==
signal	flops
conv_start_accum	1
m_pre_valid	1
conv_done	1
m_valid_y	1
m_pre_valid_int	1
cnt_conv	3
==> layer usage <==
metal	vias up	part of all wire, %
met4	0	0
met5	-	0
met1	161	45
met3	0	18
li1	180	-
met2	16	37
==> logic make-up (layout without fill, tap and decap cells) <==
logic type               Yosys count  count (layout)  share of synthesized area, %
AND/OR/NAND/NOR                   23              23                          30.7
flip-flops                         8               8                          41.8
buffers and inverters              4              23                          5.88
AND-OR/OR-AND                      3               3                          7.51
adder cells (fa/ha/maj)            2               2                          6.53
XOR/XNOR                           2               2                          4.58
multiplexers                       1               1                          2.94
==> where the power goes <==
part           total [mW]  switching, mW  internal [mW]
Sequential          0.173        0.00680          0.166
Combinational      0.0528         0.0186         0.0343
Clock               0.119         0.0508         0.0684
==> critical path, stage by stage <==
cell             delay [ns]
dlygate4sd2_1          0.26
nand2_2                0.09
nand2_1                0.08
nor2_2                 0.13
clkdlybuf4s50_1        0.47
==> area by class of cell <==
type / count / share of cell area (%)
sequential: 8 / 25.4
clock buffer: 3 / 3.58
timing repair buffer: 19 / 28.6
multi-input combinational: 31 / 32.6
tap: 46 / 9.15
inverter: 1 / 0.596
==> metrics by stage <==
| stage | instances | hold slack, ns | utilization [%] | TNS [ns] |
|---|---|---|---|---|
| 4_1_cts | 108 | 0.475 | 18.4 | 0 |
| 5_1_grt | 108 | 0.491 | 18.4 | 0 |
| 3_3_place_gp | 105 | 0.461 | 17.7 | -0.110 |
| 3_5_place_dp | 105 | 0.464 | 17.7 | -0.148 |
| 6_report | 108 | 0.474 | 18.4 | 0 |
| 2_1_floorplan | 43 | 0.432 | - | 0 |
Power and IR drop assume default switching activity.
