`/design/flow/run.sh`:
```
#!/bin/bash
# OpenROAD 26Q1-2900-gdf79404cd8, Yosys 0.63+post, stock flow scripts
make -C /OpenROAD-flow-scripts/flow DESIGN_CONFIG=/design/flow/config.mk WORK_HOME=/design/flow/orfs finish
```
`/design/flow/config.mk`:
```
export PLATFORM = sky130hd
export DESIGN_NAME = ctrl_x_mem_write
export DESIGN_NICKNAME = ctrl_x_mem_write
export VERILOG_FILES = /design/flow/design.v
export SDC_FILE = /design/flow/constraint.sdc
export NUM_CORES = 4
export LEC_CHECK = 1
export CORE_AREA = 10 10 70 70
export DIE_AREA = 0 0 80 80
```
`/design/flow/constraint.sdc`:
```
current_design ctrl_x_mem_write

set clk_period 1.3
set clk_io_pct 0.2

create_clock -name clk0 -period $clk_period [get_ports {clk}]

set non_clock_inputs [all_inputs -no_clocks]
set_input_delay [expr $clk_period * $clk_io_pct] -clock clk0 $non_clock_inputs
set_output_delay [expr $clk_period * $clk_io_pct] -clock clk0 [all_outputs]
```
`/design/flow/design.v`:
```
module ctrl_x_mem_write #(parameter MEM_ADDR_WIDTH = 3, parameter MEM_SIZE = 8) (
        input                             clk,  
        input                             reset,
        input                             s_valid,
	input                             en_ext_ctrl,
	input				  next_write,
	input				  ready_y,
        output logic                      s_ready,
        output logic                      mem_wr_en,
	output logic [MEM_ADDR_WIDTH:0]   x_count
);
localparam S0 = 1'd0;
localparam S1 = 1'd1;
logic  next_state, curr_state;
logic  mem_wr_en_int;
assign mem_wr_en_int = s_valid & s_ready;  
always_comb begin
	next_state = curr_state;
	s_ready = 1;
	next_state = en_ext_ctrl ? S1 : S0;
	if (curr_state == S0) begin
		mem_wr_en = mem_wr_en_int;
		s_ready = 1;
	end else begin
		mem_wr_en = mem_wr_en_int & ready_y;
		if (next_write == 0)
			s_ready = 0;
		else
			s_ready = 1;
	end
end
always @ (posedge clk)
begin
	if (reset == 1)
		curr_state <= S0;
	else
		curr_state <= next_state;
end
always_ff @(posedge clk) begin
	if (reset == 1'b1) begin   
		x_count <= 0;
	end
	else begin
		if (curr_state == S0) begin
			if (mem_wr_en == 1'b1)   
				x_count <= x_count + 1;
		end
	end
end
endmodule
```
==> load_flow_metrics.sql <==
-- physical implementation figures
INSERT INTO impl_metrics (metric_group, metric, value, unit) VALUES
('status', 'outcome', 'complete, no violations', ''),
('worst_setup_path', 'arrival', '1380', 'ps'),
('synthesis', 'flip_flop_and_latch_count_after_synthesis', '5', ''),
('sta', 'max-slew-margin-rel', '0.909', ''),
('synthesis', 'synthArstFlopShare', '0', ''),
('finish', 'fin_area', '492', 'µm²'),
('detailed_routing', 'antenna_cells_inserted', '0', ''),
('sta', 'setup_viol_count_final', '0', ''),
('clock_tree', 'clk_latency', '240', 'ps'),
('placed_design', 'dp_hpwl', '490', 'µm'),
('synthesis', 'mapped_area', '234', 'µm²'),
('sta', 'period_minus_slack', '1260', 'ps'),
('worst_setup_path', 'cp_max_fo', '2', ''),
('sta', 'final-hold-violation-count', '0', ''),
('floorplanning', 'width_of_the_die', '80', 'µm'),
('detailed_routing', 'detail_route_antenna_nets', '0', ''),
('worst_setup_path', 'slowest_stage_cell_on_the_critical_path', 'sky130_fd_sc_hd__clkdlybuf4s50_1', ''),
('floorplanning', 'num_rows', '21', ''),
('worst_setup_path', 'worst-endpoint-required', '1420', 'ps'),
('clock_tree', 'clk_root_buffer_cell', 'sky130_fd_sc_hd__clkbuf_4', ''),
('synthesis', 'synthDistinctLibCells', '14', ''),
('worst_setup_path', 'end_kind', 'flop', ''),
('synthesis', 'synth_top_area_share', '0.428', ''),
('placed_design', 'port_buffers', '11', ''),
('finish', 'finalNonFillerCells', '90', ''),
('clock_tree', 'clockBufferDepth', '2', ''),
('grt', 'grt_pass1_wl', '1030', 'µm'),
('synthesis', 'postSynth.topFlopCell', 'sky130_fd_sc_hd__dfxtp_1', ''),
('synthesis', 'post-synth-top-area-cell', 'sky130_fd_sc_hd__dfxtp_1', ''),
('detailed_routing', 'detail_route.drc_violations', '0', ''),
('placed_design', 'place_congestion', '0.741', ''),
('pwr', 'power.sequential.fraction', '0.400', ''),
('grt', 'grt.overflow.total', '0', ''),
('synthesis', 'top_cells_by_area', 'sky130_fd_sc_hd__dfxtp_1, sky130_fd_sc_hd__mux2_4, sky130_fd_sc_hd__nor2_1', ''),
('worst_setup_path', 'setup.worst_path.class', 'primary input to flop', ''),
('sta', 'grt_setup_unrepaired', 'false', ''),
('worst_setup_path', 'ff2ff_setup_slack', '230', 'ps'),
('synthesis', 'edf_count', '0', ''),
('pwr', 'power_per_cell_area', '851', 'mW/mm²'),
('pwr', 'power_frac_clock', '0.414', ''),
('placed_design', 'detailed_place.area', '424', 'µm²'),
('clock_tree', 'clk_pin_slew', '40', 'ps'),
('finish', 'area.growth.synth_to_final', '110', '%'),
('sta', 'clock-skew-final', '4.12', 'ps'),
('worst_setup_path', 'critical_path.cell_chain', 'clkdlybuf4s50_1, buf_4, nor2b_4, nand4_2, mux2_4', ''),
('detailed_routing', 'via_count', '230', ''),
('flow_run', 'timing.max_cap.violations', '0', ''),
('grt', 'grt_usage', '0.0185', ''),
('worst_setup_path', 'timing.critical_path.from_type', 'primary input', ''),
('clock_tree', 'htree_levels', '1', ''),
('grt', 'initial_antenna_violation_count', '0', ''),
('floorplanning', 'core_area', '0.00342', 'mm²'),
('pwr', 'power_frac_comb', '0.185', ''),
('synthesis', 'synth_chip_area', '234', 'µm²'),
('synthesis', 'post_synth_inst_count', '22', ''),
('detailed_routing', 'drt_wl_total', '602', 'µm'),
('floorplanning', 'chipArea', '0.00640', 'mm²'),
('floorplanning', 'floorplanUtilization', '0.0685', ''),
('detailed_routing', 'detailedRoute.firstIterationViolations', '5', ''),
('detailed_routing', 'drt-pass1-iter-count', '2', ''),
('sta', 'fin_tns_setup', '0', 'ps'),
('sta', 'worst_slew_pin_slew', '133', 'ps'),
('finish', 'utilization', '0.144', ''),
('pwr', 'power.static_leakage', '0.260', 'nW'),
('pwr', 'internal_power', '0.000331', 'W'),
('placed_design', 'post-place-cells', '82', ''),
('synthesis', 'ys_seq_share', '0.428', ''),
('synthesis', 'synth_dominant_cell_count', 'sky130_fd_sc_hd__dfxtp_1', ''),
('grt', 'grt_start_max_net_pins', '5', ''),
('worst_setup_path', 'cp.buffers_inverters', '2', ''),
('detailed_routing', 'wl_per_cell', '6.69', 'µm');
-- per-stage QoR --
step | total power [W] | setup slack [ps]
CTS | 0.000430 | 0.244
floorplan | 0.000193 | 300
global route | 0.000449 | 12.4
detailed placement | 0.000240 | -387
finish | 0.000418 | 41.1
global placement | 0.000239 | -364
-- cells by family (layout without fill, tap and decap cells) --
family | count (synthesis) | after routing | share of synthesized area
AOI/OAI and AO/OA | 1 | 1 | 0.0321
xor gates and xnor gates | 2 | 2 | 0.0749
adders and majority gates | 1 | 1 | 0.0535
buffers and inverters | 0 | 22 | 0
DFF | 5 | 5 | 0.428
muxes | 2 | 2 | 0.107
and+or+nand+nor | 11 | 11 | 0.305
-- cells in the final DEF, fill, tap and decap left out --
master / instances
sky130_fd_sc_hd__dfxtp_2: 4
sky130_fd_sc_hd__clkbuf_1: 1
sky130_fd_sc_hd__nand2b_1: 1
sky130_fd_sc_hd__a21boi_2: 1
sky130_fd_sc_hd__nor2_1: 4
sky130_fd_sc_hd__clkbuf_4: 3
sky130_fd_sc_hd__xor2_1: 1
sky130_fd_sc_hd__ha_1: 1
sky130_fd_sc_hd__nand3b_1: 1
sky130_fd_sc_hd__dlymetal6s2s_1: 3
sky130_fd_sc_hd__nor2b_1: 2
sky130_fd_sc_hd__clkdlybuf4s50_1: 4
sky130_fd_sc_hd__nor2b_4: 1
sky130_fd_sc_hd__mux2i_1: 1
sky130_fd_sc_hd__xnor2_1: 1
sky130_fd_sc_hd__buf_4: 7
sky130_fd_sc_hd__nand2_1: 1
sky130_fd_sc_hd__dfxtp_4: 1
sky130_fd_sc_hd__dlygate4sd2_1: 3
sky130_fd_sc_hd__buf_2: 1
sky130_fd_sc_hd__mux2_4: 1
sky130_fd_sc_hd__nand4_2: 1
-- flip-flops by register name, indices dropped and copies added, names as in the netlist --
| signal | flops |
|---|---|
| x_count | 4 |
| curr_state | 1 |
-- area by class of cell --
cell class / count / area, µm²
Clock buffer: 4 / 26.3
Timing Repair Buffer: 18 / 161
Tap cell: 46 / 57.6
Sequential cell: 5 / 109
Multi-Input combinational cell: 17 / 138
Fill cell: 388 / 2920
-- power by group through the flow --
| stage | sequential, W | combinational (W) | clock [W] |
|---|---|---|---|
| CTS | 0.000168 | 0.0000806 | 0.000181 |
| global route | 0.000168 | 0.0000866 | 0.000194 |
| finish | 0.000167 | 0.0000775 | 0.000173 |
-- routing by layer --
layer	wire (µm)	vias to the layer above	global-route usage
met4	10	0	0.00880
met3	71	2	0.00568
li1	-	119	-
met5	0	-	0
met1	241	100	0.0199
met2	279	9	0.0321
-- worst min-delay path, stage by stage, from the launching register on --
cell	delay (ps)
sky130_fd_sc_hd__dfxtp_2	320
sky130_fd_sc_hd__nor2_1	90
sky130_fd_sc_hd__mux2_4	140
-- path summary, 6_finish.rpt --
kind / start / to / cells past startpoint
setup / recovery: s_valid / x_count[3] / 5
hold / removal: x_count[3] / x_count[3] / 2
setup reg to reg: curr_state / x_count[3] / 4
hold reg to reg: x_count[3] / x_count[3] / 2
-- what timing repair did --
action | CTS | global route
setup buffers | 4 | 0
pin swaps | 0 | 2
setup endpoints to repair | 7 | 5
resized | 14 | 3
Power is estimated from default activity; no workload was simulated.
