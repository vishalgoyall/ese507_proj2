## design/flow/run.sh

```bash
#!/bin/bash
# OpenROAD 26Q1-2900-gdf79404cd8, Yosys 0.63+post, stock flow scripts
make -C /OpenROAD-flow-scripts/flow DESIGN_CONFIG=/design/flow/config.mk WORK_HOME=/design/flow/orfs finish
```

## design/flow/constraint.sdc

```tcl
current_design ctrl_f_mem_write

set clk_period 1.8
set clk_io_pct 0.2

create_clock -name clk0 -period $clk_period [get_ports {clk}]

set non_clock_inputs [all_inputs -no_clocks]
set_input_delay [expr $clk_period * $clk_io_pct] -clock clk0 $non_clock_inputs
set_output_delay [expr $clk_period * $clk_io_pct] -clock clk0 [all_outputs]
```

## design/flow/design.v

```verilog
module ctrl_f_mem_write #(parameter MEM_ADDR_WIDTH = 3, parameter MEM_SIZE = 8) (
        input                             clk,  
        input                             reset,
        input                             s_valid,
	input                             en_ext_ctrl,
        output logic                      s_ready,
        output logic [MEM_ADDR_WIDTH-1:0] mem_addr,
        output logic                      mem_wr_en
);
always_ff @(posedge clk) begin
	if (reset == 1'b1) begin   
		s_ready  <= 1'b1;
		mem_addr <= 0;
	end
	else begin
		if (mem_wr_en == 1'b1 && mem_addr == MEM_SIZE - 1)  
		       s_ready <= 1'b0;
		if (en_ext_ctrl == 1'b0) begin    
	                if (mem_wr_en == 1'b1 && mem_addr == MEM_SIZE - 1)  
		        	mem_addr <= 0;
	                else if (mem_wr_en == 1'b1)   
		               mem_addr <= mem_addr + 1;	 
		end
	end
end
assign mem_wr_en = s_valid & s_ready;  
endmodule
```

## design/flow/config.mk

```make
export PLATFORM = sky130hd
export DESIGN_NAME = ctrl_f_mem_write
export DESIGN_NICKNAME = ctrl_f_mem_write
export VERILOG_FILES = /design/flow/design.v
export SDC_FILE = /design/flow/constraint.sdc
export NUM_CORES = 4
export LEC_CHECK = 1
export CORE_AREA = 10 10 70 70
export DIE_AREA = 0 0 80 80
```

==> CHANGELOG.md <==
### Implementation results

- Late-Pin Clk Latency: roughly 0.23 ns
- Fraction of layout cells with a size suffix above 1: 32.3%
- Yosys Instances: 19
- DP Area: between 300 and 400 um2
- Worst Setup Start Kind: input pin
- Tool warning count: 25
- Critical path class: input pin to primary output
- Setup crit end: mem_wr_en
- Pin count of the biggest net entering global routing: 8
- Starting DRT DRC Count: 1
- Post-CTS setup buffers: 0
- DIE WIDTH: about 80 um
- P&R area growth vs syn: 77.5%
- Sequential area share after synthesis: 37.0%
- GPL Wtd Cong: roughly 0.74
- Die Size: around 6400 um2
- Met3 usage: under 10%
- Max-cap violations: 0
- Per-cell routed wire length: between 6 and 7 um
- Antenna Cells: 0
- Rows: 21
- GR met1 Demand/Resource: 1.73%
- Worst r2r path cells: 4
- Post-Syn Instances: 19
- Tmin final: 1.76 ns
- DRT Pass-1 Iters: 2
- Clk root buf: clkbuf_4
- Core ar.: around 3400 um2
- RSZ-0062 raised after global routing: false
- Global route overflow: 0
- Yosys stat chip area: 216 um2
- Crit path DAT: ~1.4 ns
- Global route hottest layer: met2
- CTS tree: done
- Initial antenna violation count: 0
- Crit path launch: s_valid
- PwrDens: a little over 600 nW/um2
- Routed WL: 495 um
- Cell type with the largest total area: dfxtp_1
- Met2 Use GR: ~2.2%
- H-tree depth reported by CTS: 1
- Port buffer count: 8
- Setup_tns: 0 ns
- Yosys cell types: 12
- Reg area: about 80 um2
- Die Ht: around 80 um
- Worst Clk Skew: 0.00479 ns
- Commonest Layout Cell: clkdlybuf4s50_1
- Gate Area: between 100 and 150 um2
- Clk buf depth: 2
- Top cells, area: dfxtp_1 (37%), nand2b_2 (12%), ha_1 (12%)
- Top cell area share: approximately 37%
- Critical-path maximum fanout: 2
- DRC: 0
- Fin. max-slew vios: 0
- Final clock period utilization by the worst path: a little over nine tenths
- First-pass GRT wire length: 779 um
- Status: completed
- Worst-margin pin slew: roughly 0.22 ns
- Yosys reg bits: 4
- Min-delay worst type: register to register
- Synth Area per Inst: 11.4 um2
- R2R Setup Slk: roughly 0.48 ns
- Reg2reg end: mem_addr[2]
- Ports: 9
- Hold-fix buffers, CTS: 0
- Via density: ~2.4
- # resized after CTS: 0
- Cell Area, Synth: 216 um2
- Crit end category: primary output
- GRT Total Usage: ~1.6%
- Total CTS buffers: 3
- Fmax: about 570 MHz
- Filler cell count: about 400
- Clock Pin Slew Worst Setup and Hold Paths: around 0.03 ns
- Data required, critical path: 1.44 ns
- Design Area, Final: around 380 um2
- Top Layout Cells: clkdlybuf4s50_1 (8), dfxtp_1 (4), nand2b_2 (3), clkbuf_4 (3)
- Ys Warns: 1
- Setup violators final: 0
- Antenna Nets Post-Route: 0
- Critical R2R Launch: mem_addr[0]
- Rel. slew slack: between 80% and 90%
- Leakage power: around 0.14 nW
- Endpoints failing hold: 0
- Fp_density: 6.34%
- Routed vias: approximately 180
- Peak VDD IR: roughly 0.15 mV
- Clk sink count: 4
- Vias in the first global route: 169
-- registers in the layout, indices dropped and copies added, names as in the netlist --
register  cells
mem_addr      3
s_ready       1
-- kinds of logic after synthesis --
family,count (synthesis),synth area share [%]
and+or+nand+nor,9,31.2
DFF,4,37.0
muxes,3,16.2
adders and majority gates,2,11.6
AOI/OAI and AO/OA,1,4.05
-- layer usage --
layer	vias to the layer above	routed length [um]
li1	93	-
met4	0	0
met5	-	0
met3	0	105
met2	9	193
met1	81	196
-- area by class of cell --
class	count	share of cell area [%]
tap	46	15.0
multi-input combinational	15	35.5
timing repair buffer	9	22.8
clock buffer	3	5.86
sequential	4	20.8
-- how the worst min path moves through the flow --
stage,start,to,depth (start not counted)
finish,s_ready,s_ready,1
global route,mem_addr[1],mem_addr[1],2
CTS,s_ready,s_ready,1
-- through the flow --
stage	power (mW)	hold WS, ns	cells	setup WS, ns	util, %
final	0.237	0.491	77	0.0358	11.2
after detailed placement	0.128	0.489	74	0.0326	10.6
after floorplan	0.109	0.441	19	0.556	-
after global routing	0.249	0.522	77	0.0108	11.2
after CTS	0.241	0.497	77	0.0265	11.2
after global placement	0.128	0.474	74	0.0358	10.6
-- critical path, cell delays in order --
cell and delay (ns):
clkdlybuf4s50_1 0.47, and2_1 0.12, clkdlybuf4s50_1 0.46
-- report_power, final --
part / total (mW) / switching [mW] / leakage (nW) / internal (mW)
Combinational: 0.0319 / 0.00861 / 0.0981 / 0.0233
Sequential: 0.0949 / 0.00286 / 0.0325 / 0.0920
Clock: 0.110 / 0.0353 / 0.0138 / 0.0745
Total: 0.237 / 0.0467 / 0.144 / 0.190
-- cell usage after synthesis --
master,count
mux2i_1,2
nor3_1,1
nand2b_2,3
and3b_2,1
ha_1,2
dfxtp_1,4
a21o_2,1
and2_1,1
and2b_1,1
mux2_4,1
nand2_1,1
or3b_1,1
No activity file was given, so power comes from the tool's default toggle rates.
