==> flow/design.v <==
module ctrl_xmem_plus_output
#( 
	parameter X_MEM_ADDR_WIDTH = 5,
	parameter X_SIZE = 128,
	parameter F_SIZE = 32,
	parameter PLINE_STAGES = 5
)(
        input  logic                        clk,       
        input  logic                        reset,     
        input  logic                        s_valid,   
        input  logic                        conv_start,
        input  logic                        m_ready,   
        output logic                        xmem_wr_en,
	output logic                        xmem_full,
        output logic                        m_valid,  
        output logic                        en_pline_stages,	
        output logic                        conv_done, 
	output logic                        s_ready   
);
typedef enum logic [2:0] {FILL_XMEM, FLUSH_IN, WAIT_ACCEPT, WAIT_FETCH, FLUSH_OUT, DONE} fsm;
fsm state;
logic [$clog2(X_SIZE)-1:0] xmem_tracker;
logic [$clog2(PLINE_STAGES)-1:0] pline_cntr;
logic s_ready_fsm, en_cntr;
always_ff @ (posedge clk) begin
	if (reset) begin
		s_ready_fsm  <= 1'b0;
		state        <= FILL_XMEM;
		m_valid      <= 1'b0;
		conv_done    <= 1'b0;
		xmem_full    <= 1'b0;
		pline_cntr   <= 0;
	end
	else begin
		case (state)  
			FILL_XMEM : begin
				if (xmem_tracker == unsigned'(F_SIZE-1)) begin
					if (xmem_wr_en == 1'b1) begin
						s_ready_fsm <= 1'b0;
						xmem_full   <= 1'b1; 
					end
					if (conv_start == 1'b1) begin
						s_ready_fsm <= 1'b1;
						state       <= FLUSH_IN;
					end
				end
				else begin
					s_ready_fsm <= 1'b1;
					pline_cntr  <= 0;
				end
			end
			FLUSH_IN: begin
				if (pline_cntr != unsigned'(PLINE_STAGES-1) && xmem_wr_en == 1'b1) begin   
					pline_cntr <= pline_cntr + 'b1;
				end 
				else if (pline_cntr == unsigned'(PLINE_STAGES-1) && xmem_wr_en == 1'b1) begin   
					m_valid      <= 1'b1;
					s_ready_fsm  <= 1'b0;
					state        <= WAIT_ACCEPT;
				end
			end
			WAIT_ACCEPT : begin
				if (m_ready == 1'b1 && m_valid == 1'b1) begin   
					if (xmem_tracker == unsigned'(X_SIZE-1)) begin   
						state       <= FLUSH_OUT;
						s_ready_fsm <= 1'b0;
					end
					else if (xmem_wr_en == 1'b0) begin  
						state       <= WAIT_FETCH;
						m_valid     <= 1'b0;
						s_ready_fsm <= 1'b1;
					end
				end
			end
			WAIT_FETCH : begin
				if (xmem_wr_en == 1'b1) begin    
					state       <= WAIT_ACCEPT;
					m_valid     <= 1'b1;
					s_ready_fsm <= 1'b0;
				end
			end
			FLUSH_OUT: begin
				if (en_pline_stages == 1'b1 && pline_cntr != 0) begin   
					pline_cntr <= pline_cntr - 'b1;
				end
				else if (en_pline_stages == 1'b1 && pline_cntr == 0) begin   
					conv_done      <= 1'b1;
					pline_cntr     <= 0;
					state          <= DONE;
					m_valid        <= 0;
					xmem_full      <= 1'b0;
				end
			end
			DONE : begin
				conv_done   <= 1'b0;
				if (conv_done == 1'b0)    
					state <= FILL_XMEM;
			end
		endcase
	end
end
assign s_ready    = (xmem_tracker == unsigned'(X_SIZE-1)) ? 1'b0 : (m_valid && m_ready) || s_ready_fsm;   
assign xmem_wr_en = (xmem_tracker == unsigned'(X_SIZE-1)) ? 1'b0 : s_valid && s_ready;   
assign en_pline_stages = (state == FLUSH_IN) ? xmem_wr_en : (m_valid && m_ready);   
always_ff @(posedge clk) begin
	if (reset | conv_done) begin
		xmem_tracker <= 0;
	end
	else begin
		if (xmem_wr_en == 1'b1 && 
		    xmem_tracker != unsigned'(X_SIZE-1) && !(xmem_tracker == unsigned'(F_SIZE-1) && state == FILL_XMEM))
			xmem_tracker <= xmem_tracker + 1;
	end
end
endmodule
==> flow/run.sh <==
#!/bin/bash
# OpenROAD 26Q1-2900-gdf79404cd8, Yosys 0.63+post, stock flow scripts
make -C /OpenROAD-flow-scripts/flow DESIGN_CONFIG=/design/flow/config.mk WORK_HOME=/design/flow/orfs finish
==> flow/config.mk <==
export PLATFORM = sky130hd
export DESIGN_NAME = ctrl_xmem_plus_output
export DESIGN_NICKNAME = ctrl_xmem_plus_output
export VERILOG_FILES = /design/flow/design.v
export SDC_FILE = /design/flow/constraint.sdc
export NUM_CORES = 4
export LEC_CHECK = 1
export CORE_AREA = 10 10 109 109
export DIE_AREA = 0 0 119 119
==> flow/constraint.sdc <==
current_design ctrl_xmem_plus_output

set clk_period 5.2
set clk_io_pct 0.2

create_clock -name clk0 -period $clk_period [get_ports {clk}]

set non_clock_inputs [all_inputs -no_clocks]
set_input_delay [expr $clk_period * $clk_io_pct] -clock clk0 $non_clock_inputs
set_output_delay [expr $clk_period * $clk_io_pct] -clock clk0 [all_outputs]
==> flow_summary.ini <==
; yosys + openroad results
[setup_path]
max_stage_delay_ns = 0.69
path_common_cell = clkdlybuf4s50_1
end_kind = primary output
critPathSlowestCell = clkdlybuf4s50_1
cp_max_fo = 8
crit_chain = clkdlybuf4s50_1 -> inv_1 -> a221oi_4 -> clkdlybuf4s50_1
crit_arrival_ns = 2.82
cp.required_ns = 4.16
path_buffers = 3
crit_type = input port to primary output
cp-start-kind = input port
critical-path-top-delay-family = buffers and inverters

[finish]
final_cell_mix = dfxtp_1 (20), nor2_1 (15), nand2_1 (11)
logic_area_um2 = 805
register_area_um2 = 400
syn2layout_area_growth_pct = 19.2
drive_gt1_share_pct = 8.75
nFillCells = 1088
final_common_cell = dfxtp_1

[floorplanning]
dieWidth_um = 119
placementRows = 36
dieArea_mm2 = 0.0142
core_area_mm2 = 0.00964
die_y_um = 119
fp-utilization_pct = 13.5
pin_count = 11

[clock_tree]
clkSinkCount = 20
holdBufCountCts = 0
clockRootBuffer = clkbuf_8
path_clk_slew_ns = 0.07
tritoncts = yes
h-tree-depth = 1
clkLatencyLatePin_ns = 0.25
cts-resized-gates = 0
numCtsBuffers = 3
post-cts-setup-buffers = 0
clockBufferDepth = 2

[synth]
synth_chip_area_mm2 = 0.00130
ys.flop_type = dfxtp_1
ys_seq_share_pct = 30.9
ys_ff = 20
yosys_warnings = 1
yosysUniqueCellTypes = 51
synth_area_mm2 = 0.00130
synth.avg_cell_area_um2 = 8.26
syn_inst = 157
synthArstFlopShare_pct = 0
synth-edff-count = 0
ys_cells = 157

[timing]
finalSetupViolCount = 0
slew_viol_final = 0
max_freq_ghz = 0.259
setup_ws_ns = 1.34
period_minus_slack_ns = 3.86
slew_headroom_pct = 56.7
setup_tns_ns = 0
finClkSkew_ns = 0.00400
rsz0062_at_grt = no
worstMarginPinSlew_ns = 0.648
finalHoldViolCount = 0
finalCritPeriodShare_pct = 74.2

[drt]
ant_nets = 0
wl_per_cell_um = 10.9
drtPass1Iterations = 4
vias_per_cell = 4.11
drc_errors = 0
wl_um = 3180
antenna-diode-count = 0
vias = 1205
dr.first_iter.drc_count = 65

[place]
dp.final_hpwl_um = 2410
gp_congestion = 0.914
io_buffers = 10
post-place-ws_ns = 1.36

[pwr]
ir_drop_mv = 0.0669
powerDensity_mw_per_mm2 = 177
p_leak_uw = 0.000514

[hold_path]
min_path_type = flop to flop

[global_route]
grt_pass1_wl_um = 5170
grt_pass1_vias = 1039
grt_antenna_before_repair = 0
grt_max_degree = 19
gr-total-overflow = 0
track_usage_pct = 4.25

[run_status]
status = completed

[job]
warnings = 27
maxCapViolations = 0
worst paths after layout:
kind / end / cells after the start / slack, ns / from
setup / recovery: en_pline_stages / 4 / 1.34 / s_valid
hold / removal: xmem_full / 2 / 0.48 / xmem_full
hold reg to reg: xmem_full / 2 / 0.48 / xmem_full
setup reg to reg: m_valid / 5 / 3.13 / state[3]
cell usage after synthesis (2+ instances only):
| cell | count | area share (%) |
|---|---|---|
| and3_1 | 3 | 1.4 |
| ha_1 | 4 | 3.9 |
| a21oi_1 | 9 | 3.5 |
| nand4_1 | 2 | 0.96 |
| inv_1 | 8 | 2.3 |
| nand2b_1 | 3 | 1.4 |
| nand2_1 | 11 | 3.2 |
| buf_4 | 3 | 1.7 |
| a21o_1 | 2 | 1.2 |
| a221oi_4 | 2 | 4.1 |
| o21ai_0 | 6 | 2.3 |
| a41oi_1 | 3 | 2.0 |
| clkbuf_1 | 4 | 1.2 |
| nor4_1 | 3 | 1.4 |
| nor2_1 | 15 | 4.3 |
| dfxtp_1 | 20 | 31 |
| xnor2_1 | 3 | 2.0 |
| xor2_1 | 2 | 1.4 |
| nor2b_1 | 5 | 2.4 |
| nor3_1 | 10 | 3.9 |
| nand3_1 | 8 | 3.1 |
| buf_2 | 2 | 0.77 |
where the power goes:
| part | internal, uW | total, uW | switching (uW) |
|---|---|---|---|
| sequential | 155 | 156 | 1.68 |
| clock | 51.5 | 100 | 48.8 |
| combinational | 7.23 | 17.4 | 10.2 |
| total | 213 | 274 | 60.7 |
through the flow:
step           cells  hold slack (ns)  total power (uW)  util, %  cell area (um^2)
2_1_floorplan    157            0.434               170        -              1300
3_3_place_gp     290            0.462               177     15.6              1510
3_5_place_dp     290            0.474               177     15.6              1510
4_1_cts          293            0.484               279     16.0              1550
5_1_grt          293            0.504               288     16.0              1550
6_report         293            0.481               274     16.0              1550
state kept, by name (all words and copies together), names as in the netlist:
signal	cells
conv_done	1
s_ready_fsm	1
m_valid	1
pline_cntr	3
xmem_full	1
state	6
xmem_tracker	7
logic make-up after synthesis:
group                      after synthesis  synth area share (%)
adders and majority gates                4                  3.86
DFF                                     20                  30.9
xor gates and xnor gates                 5                  3.38
muxes                                    2                  1.64
buffers and inverters                   19                  7.14
and+or+nand+nor                         66                  26.8
AOI/OAI and AO/OA                       41                  26.3
cell type report:
class | count | area share (%)
multi-input combinational | 118 | 52.0
sequential | 20 | 25.9
tap | 133 | 10.8
timing repair buffer | 10 | 6.47
clock buffer | 3 | 2.67
inverter | 9 | 2.18
metal layers:
layer  wire (um)  vias to the layer above  track usage (%)
met4          80                        0             1.30
met5           0                        -                0
li1            -                      581                -
met2        1430                       46             6.33
met1        1420                      574             5.84
met3         249                        4             1.20
tightest hold or removal path, cell delays in order (launching register included):
cell and delay (ns):
dfxtp_1 0.31, o21ai_0 0.06, a21oi_1 0.06
Power and IR drop assume default switching activity.
